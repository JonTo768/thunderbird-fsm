File: flow/design.v
module thunderbirdFSM (
input logic LEFT, RIGHT, HAZ, clk, reset,
output logic [2:0] L_lights, R_lights
);
	typedef enum logic [2:0] {
		IDLE = 3'b000,
		L1 = 3'b001,
		L2 = 3'b011,
		L3 = 3'b010,
		R1 = 3'b101,
		R2 = 3'b111,
		R3 = 3'b110,
		LR3 = 3'b100
	} state_t;
	state_t current_state, next_state;
	always_ff @ (posedge clk or posedge reset) begin
		if (reset)
			current_state <= IDLE;
		else 
			current_state <= next_state;
	end
	always_comb begin
		next_state = IDLE;
		case (current_state)
			IDLE: begin
				if (HAZ || (LEFT && RIGHT))
					next_state  = LR3;
				else if (LEFT)
					next_state = L1;
				else if (RIGHT)
					next_state = R1;
				else
					next_state = IDLE;
			end
			L1: begin
				if (HAZ)
					next_state = LR3;
				else if (~HAZ)
					next_state = L2;
			end
			L2: begin
				if (HAZ)
					next_state = LR3;
				else if (~HAZ)
					next_state = L3;
			end
			L3: next_state =  IDLE;
			R1: begin
				if (HAZ)
					next_state = LR3;
				else if (~HAZ)
					next_state = R2;
			end
			R2: begin
				if (HAZ)
					next_state = LR3;
				else if (~HAZ)
					next_state = R3;
			end
			R3: next_state = IDLE;
			LR3: next_state = IDLE;
			default: next_state = IDLE;
		endcase
	end
	always_comb begin
		L_lights = 3'b000;
		R_lights = 3'b000;
		case (current_state)
			IDLE: begin
				L_lights = 3'b000;
				R_lights = 3'b000;
			end
			L1: begin
				L_lights = 3'b001;
				R_lights = 3'b000;
			end
			L2: begin
				L_lights = 3'b011;
				R_lights = 3'b000;
			end
			L3: begin
				L_lights = 3'b111;
				R_lights = 3'b000;
			end
			R1: begin
				L_lights = 3'b000;
				R_lights = 3'b001;
			end
			R2: begin
				L_lights = 3'b000;
				R_lights = 3'b011;
			end
			R3: begin
				L_lights = 3'b000;
				R_lights = 3'b111;
			end
			LR3: begin
				L_lights = 3'b111;
				R_lights = 3'b111;
			end
			default: begin
				L_lights = 3'b000;
				R_lights = 3'b000;
			end
		endcase
	end
endmodule
File: flow/run.sh
#!/bin/bash
# OpenROAD 26Q1-2900-gdf79404cd8, Yosys 0.63+post, stock flow scripts
make -C /OpenROAD-flow-scripts/flow DESIGN_CONFIG=/design/flow/config.mk WORK_HOME=/design/flow/orfs finish
File: flow/config.mk
export PLATFORM = sky130hd
export DESIGN_NAME = thunderbirdFSM
export DESIGN_NICKNAME = thunderbirdFSM
export VERILOG_FILES = /design/flow/design.v
export SDC_FILE = /design/flow/constraint.sdc
export NUM_CORES = 4
export LEC_CHECK = 1
export CORE_AREA = 10 10 70 70
export DIE_AREA = 0 0 80 80
File: flow/constraint.sdc
current_design thunderbirdFSM

set clk_period 1.1
set clk_io_pct 0.2

create_clock -name clk0 -period $clk_period [get_ports {clk}]

set non_clock_inputs [all_inputs -no_clocks]
set_input_delay [expr $clk_period * $clk_io_pct] -clock clk0 $non_clock_inputs
set_output_delay [expr $clk_period * $clk_io_pct] -clock clk0 [all_outputs]
==> deck_impl_summary.md <==
Physical Implementation Snapshot

Clock network
  – Clock Path Buffers: 2
  – CTS tree: done
  – CTS Root Cell: clkbuf_4
  – H-tree Lvls: 1
  – Worst-Skew Late Latency: between 0.2 and 0.25 ns
  – Clk pin slew, worst setup/hold paths: approximately 0.04 ns
  – CTS Buf Count: 3
  – Clock sinks: 3

Die
  – Core ar.: 0.003416 sq mm
  – Fp util: under 10%
  – Cell Rows: 21
  – Die height: ~80 um
  – Die area: 0.006400 sq mm
  – Number of placed I/O pins: 11
  – Chip width: roughly 80 um

GRT
  – Largest net degree at the start of global routing: 6
  – First-pass GRT wire length: between 1000 and 1500 um
  – Vias in the first global route: 297
  – Total Routing Usage GR: under 10%
  – GRT overflow: 0
  – Initial antenna violation count: 0

Route
  – Vias: roughly 250
  – Pre-Repair DR Iteration Count: 4
  – # DRC: 0
  – ANT cells: 0
  – Antenna-violating nets left: 0
  – Wire per inst: around 9.7 um
  – Total Wirelength: slightly above 900 um
  – DRT iter0 DRCs: 10
  – Post-DR vias/cell: 2.606

Yosys
  – Yosys synthesis chip area: 224.0 sq um
  – Ys cells: 25
  – Area share, top type: between 30% and 40%
  – Sequential fraction of the synthesis area: 33.52%
  – Syn Inst Count: 25
  – Post-Syn Area: between 200 and 250 sq um
  – Biggest area cells: dfrtp_1 (34%), buf_6 (10%), nor2_1 (8.4%), xnor2_1 (7.8%), nor2b_1 (5.6%)
  – Synth warn: 1
  – Number of distinct library cells after synthesis: 15
  – Post-synth top area cell: dfrtp_1
  – Syn_area_per_cell: 8.959 sq um
  – Flops & latches, synth: 3

Worst setup path
  – Worst R2R Path Depth: 5
  – Crit Path Max Fanout: 2
  – Reg2reg end: current_state[0]$_DFF_PP0_
  – R2R setup slack: -0.01 ns
  – CP Capture Type: primary output
  – Critical path class: flop to primary output
  – CP startpoint kind: flop
  – WP data arrival: approximately 1.3 ns
  – Crit path required time: around 0.9 ns
  – Reg2reg start: current_state[1]$_DFF_PP0_

Power and ir drop
  – Combinational Power Share: 72.3%
  – Leakage dissipation: roughly 0.24 nW
  – Sw frac: approximately a third
  – Sw Pwr: around 0.43 mW
  – Total power: ~1.3 mW
  – PD cells: roughly 2500 mW/mm^2
  – P_int: around 0.9 mW
  – Seq pwr share: between 10% and 20%
  – Peak supply drop: roughly 960 uV
  – Clock share of power: approximately 15%

STA
  – Max-slew violation count: 0
  – Fmax: around 670 MHz
  – Fin. Hold Viols: 0
  – Final Cycle Share: 136.2%
  – Tmin final: about 1.5 ns
  – Final setup violation count: 7
  – Final worst slack: -0.3983 ns
  – RSZ-0062 raised after global routing: yes
  – Rel. slew slack: about 84%
  – Actual slew at the worst max-slew pin: 0.2364 ns
  – Clock Skew: ~0.002 ns

Cells and area
  – Most frequent cells in the layout: buf_6 (9), buf_2 (5), clkdlybuf4s50_1 (4), buf_4 (4)
  – Layout cells sized above 1: 66.67%
  – Largest Register: current_state
  – Fillers: about 400
  – Area Growth Syn to Fin: 140.2%
  – Largest regs: current_state: 3 flops
  – Largest register FFs: 3
  – Most used logic cell in the final layout: buf_6
  – Fin area: approximately 540 sq um

Placed design
  – HPWL after DPL: 574.8 um
  – Placed cell areas: between 300 and 400 sq um
  – Gp weighted congestion: 0.7072
  – PortBufs: 10

Status
  – Failing checks: negative setup slack
  – Status: complete, but fails checks

Hold path
  – Worst hold path class: input pin to asynchronous set/reset pin

Flow run
  – Max cap viols: 0
  – Tool Warnings: 27
[cells in the mapped netlist, drive strengths merged]
master   number
dfrtp         3
a21boi        1
inv           2
nor2          5
nor3          1
nor2b         2
o21ai         1
a22o          1
buf           3
xor2          1
or3b          1
nand2b        1
a2bb2oi       1
xnor2         2
[worst max-delay path, stage by stage (launching register included)]
cell and delay (ns):
dfrtp_1 0.39, buf_6 0.12, or3b_1 0.36, o21ai_2 0.07
buf_2 0.11
[logic make-up (layout without fill, tap and decap cells)]
group | Yosys count | after routing | share of synthesized area, %
and+or+nand+nor | 10 | 10 | 22.91
buffers and inverters | 5 | 28 | 16.76
AOI/OAI and AO/OA | 4 | 4 | 15.09
xor gates and xnor gates | 3 | 3 | 11.73
DFF | 3 | 3 | 33.52
[timing repair]
item                       CTS  global route
gates resized               35             8
setup buffers                8             1
hold buffers                 0             0
setup endpoints to repair    6             8
pin swaps                    6             3
[worst max-delay path by stage]
stage | to | depth (start not counted) | from
CTS | L_lights[1] | 4 | current_state[1]$_DFF_PP0_
finish | L_lights[1] | 4 | current_state[1]$_DFF_PP0_
global route | L_lights[1] | 4 | current_state[1]$_DFF_PP0_
[area by class of cell]
class                           instances  area [sq um]  share of cell area (%)
Clock buffer                            4         26.28                   4.884
Inverter                                2         10.01                   1.860
Multi-Input combinational cell         17         172.7                   32.09
Sequential cell                         3         75.07                   13.95
Tap cell                               46         57.56                   10.70
Timing Repair Buffer                   22         196.4                   36.51
[metrics by stage]
stage | std cells | setup TNS, ns | hold WS (ns) | setup slack [ns] | util (%)
floorplan | 25 | 0 | -0.02636 | 0.01148 | -
CTS | 94 | -1.605 | 0.1716 | -0.4298 | 14.87
detailed placement | 82 | -1.859 | 0.4177 | -0.4206 | 11.17
global route | 94 | -1.857 | 0.1815 | -0.4447 | 15.75
global placement | 82 | -1.822 | 0.4027 | -0.4175 | 11.17
finish | 94 | -1.521 | 0.1818 | -0.3983 | 15.75
[power groups by stage]
stage,Sequential (mW),Clock (mW),Combinational (mW)
final,0.173,0.192,0.955
after CTS,0.171,0.200,0.865
after global routing,0.176,0.211,1.05
[routing by layer]
metal | global-route usage (%) | vias to the layer above | part of all wire, %
li1 | - | 125 | -
met1 | 4.328 | 108 | 57
met2 | 3.692 | 12 | 33
met3 | 2.045 | 0 | 9.8
met4 | 0.1761 | 0 | 0
met5 | 0 | - | 0
Power and IR drop assume default switching activity.
